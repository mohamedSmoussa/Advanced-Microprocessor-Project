## flow/run.sh

```bash
#!/bin/bash
# OpenROAD 26Q1-2900-gdf79404cd8, Yosys 0.63+post, stock flow scripts
make -C /OpenROAD-flow-scripts/flow DESIGN_CONFIG=/design/flow/config.mk WORK_HOME=/design/flow/orfs finish
```

## flow/config.mk

```make
export PLATFORM = sky130hd
export DESIGN_NAME = alu
export DESIGN_NICKNAME = alu
export VERILOG_FILES = /design/flow/design.v
export SDC_FILE = /design/flow/constraint.sdc
export NUM_CORES = 4
export LEC_CHECK = 1
export CORE_UTILIZATION = 50
```

## flow/design.v

```verilog
module alu (input signed [7:0] operand_a, operand_b,
    input [3:0] alu_op,
    input [1:0] ra_field,
    input c_in, dec_ra,
    input old_c_flag, old_v_flag, old_z_flag, old_n_flag,
    output reg signed  [7:0] result,
    output reg z_flag_alu_out,n_flag_alu_out,c_flag_alu_out,v_flag_alu_out,flags_update
); 
reg [8:0] temp_result;
always@(*) begin
    c_flag_alu_out = old_c_flag;
    v_flag_alu_out = old_v_flag;
    z_flag_alu_out = old_z_flag;
    n_flag_alu_out = old_n_flag;
    flags_update = 0;
    case(alu_op) 
        1: begin 
            result = operand_b;
            flags_update = 0;
        end
        2: begin
            temp_result = {1'b0,operand_a} + {1'b0,operand_b};
            if (temp_result[8])
                c_flag_alu_out = 1;
            else c_flag_alu_out = 0;
            if(temp_result[7:0] == 0)
                z_flag_alu_out = 1;
            else z_flag_alu_out = 0;
            if (temp_result[7] == 1)
                n_flag_alu_out = 1;
            else n_flag_alu_out = 0;
            result = temp_result[7:0];
            if ((operand_a[7] == operand_b[7]) && (operand_a[7] != result[7]))
                v_flag_alu_out = 1;
            else v_flag_alu_out = 0;
            flags_update = 1;
        end 
        3: begin
            temp_result = {1'b0,operand_a} - {1'b0,operand_b};
            if (temp_result[8])
                c_flag_alu_out = 0;
            else c_flag_alu_out = 1;
            if(temp_result[7:0] == 0)
                z_flag_alu_out = 1;
            else z_flag_alu_out = 0;
            if (temp_result[7] == 1)
                n_flag_alu_out = 1;
            else n_flag_alu_out = 0;
            result = temp_result[7:0];
            if ((operand_a[7] ^ operand_b[7]) && (result[7] ^ operand_a[7]))
                v_flag_alu_out = 1;
            else v_flag_alu_out = 0;
            flags_update = 1;
        end
        4: begin
            result = operand_a & operand_b;
            if(result[7:0] == 0)
                z_flag_alu_out = 1;
            else z_flag_alu_out = 0;
            if (result[7] == 1)
                n_flag_alu_out = 1;
            else n_flag_alu_out = 0;
            flags_update = 1;
        end
        5: begin
            result = operand_a | operand_b;
            if(result[7:0] == 0)
                z_flag_alu_out = 1;
            else z_flag_alu_out = 0;
            if (result[7] == 1)
                n_flag_alu_out = 1;
            else n_flag_alu_out = 0;
            flags_update = 1;
        end
        6: begin
            case (ra_field)
                0: begin
                    result = {operand_b[6:0],c_in};
                    c_flag_alu_out = operand_b[7];
                    v_flag_alu_out = operand_b[7] ^ result[7];
                    if(result[7:0] == 0)
                        z_flag_alu_out = 1;
                    else z_flag_alu_out = 0;
                    if (result[7] == 1)
                        n_flag_alu_out = 1;
                    else n_flag_alu_out = 0;
                end
                1: begin
                    result = {c_in,operand_b[7:1]};
                    c_flag_alu_out = operand_b[0];
                    v_flag_alu_out = operand_b[7] ^ result[7];
                    if(result[7:0] == 0)
                        z_flag_alu_out = 1;
                    else z_flag_alu_out = 0;
                    if (result[7] == 1)
                        n_flag_alu_out = 1;
                    else n_flag_alu_out = 0;
                end
                2: c_flag_alu_out = 1;
                3: c_flag_alu_out = 0;
            endcase
            flags_update = 1;
        end
        8: begin
            if(dec_ra) begin
                temp_result = {1'b0,operand_a} - 1;
                    if (temp_result[8])
                        c_flag_alu_out = 0;
                    else c_flag_alu_out = 1;
                    if(temp_result[7:0] == 0)
                        z_flag_alu_out = 1;
                    else z_flag_alu_out = 0;
                    if (temp_result[7] == 1)
                        n_flag_alu_out = 1;
                    else n_flag_alu_out = 0;
                    if (operand_a == 8'b1000_0000)  
                        v_flag_alu_out = 1;                 
                    else v_flag_alu_out = 0;
                    result = temp_result[7:0];
            end
            else case (ra_field)
                0: begin
                    result = ~(operand_b);
                    if(result[7:0] == 0)
                        z_flag_alu_out = 1;
                    else z_flag_alu_out = 0;
                    if (result[7] == 1)
                        n_flag_alu_out = 1;
                    else n_flag_alu_out = 0;
                end
                1: begin
                    result = ~(operand_b) + 1;
                    if(result[7:0] == 0)
                        z_flag_alu_out = 1;
                    else z_flag_alu_out = 0;
                    if (result[7] == 1)
                        n_flag_alu_out = 1;
                    else n_flag_alu_out = 0;
                end
                2: begin 
                    temp_result = {1'b0,operand_b} + 1;
                    if (temp_result[8])
                        c_flag_alu_out = 1;
                    else c_flag_alu_out = 0;
                    if(temp_result[7:0] == 0)
                        z_flag_alu_out = 1;
                    else z_flag_alu_out = 0;
                    if (temp_result[7] == 1)
                        n_flag_alu_out = 1;
                    else n_flag_alu_out = 0;
                    if (operand_b == 8'b0111_1111)
                        v_flag_alu_out = 1;                 
                    else v_flag_alu_out = 0;
                    result = temp_result[7:0];
                end 
                3:  begin 
                    temp_result = {1'b0,operand_b} - 1;
                    if (temp_result[8])
                        c_flag_alu_out = 0;
                    else c_flag_alu_out = 1;
                    if(temp_result[7:0] == 0)
                        z_flag_alu_out = 1;
                    else z_flag_alu_out = 0;
                    if (temp_result[7] == 1)
                        n_flag_alu_out = 1;
                    else n_flag_alu_out = 0;
                    if (operand_b == 8'b1000_0000)  
                        v_flag_alu_out = 1;                 
                    else v_flag_alu_out = 0;
                    result = temp_result[7:0];
                end 
            endcase
            flags_update = 1; 
        end
        default: begin
            flags_update = 0;
        end
    endcase
end
endmodule
```

## flow/constraint.sdc

```tcl
current_design alu

set clk_period 7.2
set clk_io_pct 0.2

create_clock -name clk0 -period $clk_period

set non_clock_inputs [all_inputs -no_clocks]
set_input_delay [expr $clk_period * $clk_io_pct] -clock clk0 $non_clock_inputs
set_output_delay [expr $clk_period * $clk_io_pct] -clock clk0 [all_outputs]
```

==> results_tabular.tex <==
% Implementation results table
\begin{tabular}{lr}
\hline
Metric & Value \\
\hline
\multicolumn{2}{l}{\textbf{Logic synthesis}} \\
Ys async rst share & 0 \\
Mapped cell area & about 2900 um\^{}2 \\
Ys cells & 428 \\
Primary FF master, synth & dlxtn\_1 \\
Distinct cell type count after synthesis & between 60 and 70 \\
Synthesized area per cell & between 6 and 7 um\^{}2 \\
Area figure in the yosys stat output & a little under 3000 um\^{}2 \\
Number of flops mapped to enable cells by yosys & 0 \\
Total of flip-flops plus latches after synthesis & 8 \\
Synth Warn \# & 1 \\
Number of cells produced by synthesis & 428 \\
\multicolumn{2}{l}{\textbf{Detailed routing}} \\
Number of iterations in the first detailed-routing pass & 5 \\
Post-Route WL & about 9300 um \\
Final routed DRC violation total & 0 \\
Count of inserted antenna diode cells & 0 \\
Initial DRC Count & about 300 \\
Routed vias & around 3,200 \\
Routed length per instance & 17.8 um \\
Count of antenna-violating nets left after detailed routing & 0 \\
Ratio of routed vias to standard cells & $\sim$6.1 \\
\multicolumn{2}{l}{\textbf{Setup path}} \\
Capturing element of the worst setup path & z\_flag\_alu\_out \\
Critical path start-end classification & in -> out \\
Startpoint types & input pin \\
Maximum cell stage delay along the critical path & between 800 and 900 ps \\
Ordered cell list for the critical path & clkdlybuf4s50\_1 > inv\_1 > ha\_1 > a21oi\_2 > nor2b\_4 > a311o\_2 > xnor2\_1 > nor4\_1 > a21oi\_1 > a31oi\_1 > clkdlybuf4s50\_1 \\
Number of buffer and inverter instances along the worst setup path & 3 \\
Slowest-stage cell, CP & clkdlybuf4s50\_1 \\
Data arrival time at the worst-slack endpoint & between 5000 and 6000 ps \\
CP Max Fanout & 14 \\
Required time of the critical path & roughly 5800 ps \\
Crit. End Element & output pin \\
CP Depth & 11 \\
Source of the critical timing path & operand\_b[1] \\
Cell family contributing the most delay on the critical path & buffers and inverters \\
CP dominant cell by count & clkdlybuf4s50\_1 \\
\multicolumn{2}{l}{\textbf{Power and ir drop}} \\
PwrDens & about 69 nW/um\^{}2 \\
Total power after layout & 227 uW \\
IR Drop Worst-Case VDD & 0.0000366 V \\
Static leakage & 1.29 nW \\
\multicolumn{2}{l}{\textbf{Finish}} \\
Share of cells above drive strength 1 & 0.0579 \\
Top library cells by usage in the layout, fill and taps aside & 44 x nor2\_1, 41 x clkdlybuf4s50\_1, 37 x a21oi\_1 \\
\# fillers & between 500 and 600 \\
Post-Route Utilization & 0.596 \\
Leading cell type in the layout, fill and taps excluded & nor2\_1 \\
Max reg flops & 8 \\
Post-synthesis to final-layout area growth & 14.4\% \\
\multicolumn{2}{l}{\textbf{Timing}} \\
Maximum achievable frequency & 0.153 GHz \\
Final hold violations & 0 \\
Actual slew at the worst max-slew pin & 985 ps \\
Part of the cycle the worst path needs & 0.907 \\
Final setup vio count & 0 \\
Register pins left without a clock & 8 \\
Post-route minimum period & about 6500 ps \\
Max-slew violation total from the final report & 0 \\
Setup repair after global routing missed its margin & no \\
Final hold slack & 3860 ps \\
Final TNS setup & 0 ps \\
Count of endpoints without a timing constraint & 16 \\
Worst relative slew slack & 0.342 \\
\multicolumn{2}{l}{\textbf{Floorplan}} \\
Site row count & 27 \\
Total Die Area & slightly above 6000 um\^{}2 \\
Vert. Die Dim & roughly 78 um \\
Number of top-level pins & slightly above 40 \\
Horizontal extent of the die & between 70 and 80 um \\
Initial core utilization & 0.521 \\
Area inside the core boundary & 5540 um\^{}2 \\
\multicolumn{2}{l}{\textbf{Flow run}} \\
Count of tool warnings & approximately 55 \\
Max capacitance violation total & 0 \\
\multicolumn{2}{l}{\textbf{Placement}} \\
Final weighted congestion in routability-driven placement & 0.966 \\
Port bufs & approximately 41 \\
Sum of net half-perimeters after detailed placement & around 7400 um \\
\multicolumn{2}{l}{\textbf{Hold path}} \\
Path category of the worst min-delay check & in -> out \\
\multicolumn{2}{l}{\textbf{Global route}} \\
Number of global-route vias before repair & $\sim$2,800 \\
First-pass GRT wire length & between 15,000 and 20,000 um \\
Total GRT Usage & 0.327 \\
Number of antenna violations at the first check in global routing & 0 \\
Overflow left after global routing & 0 \\
Maximum number of pins on one net before global-route repair & 23 \\
\multicolumn{2}{l}{\textbf{CTS}} \\
Quantity of gates resized following cts & 0 \\
Hold bufs inserted after CTS & 0 \\
Post-CTS repair timing setup buffer count & 0 \\
\multicolumn{2}{l}{\textbf{Status}} \\
Result of the run & finished, final reports clean \\
\hline
\end{tabular}
[worst min-delay path by stage]
stage	start	end	slack [ps]	cells past startpoint
final	old_z_flag	z_flag_alu_out	3860	4
after global routing	old_c_flag	c_flag_alu_out	3910	4
after CTS	old_z_flag	z_flag_alu_out	3860	4
[synthesized netlist by cell type (10+ instances only)]
cell	instances	area (um^2)
nor2_1	44	165
a21oi_1	37	185
nand2_1	33	124
ha_1	32	400
xnor2_1	31	272
inv_1	28	105
o21ai_0	26	130
nand3_1	13	65.1
nor2b_1	12	75.1
clkbuf_1	11	41.3
buf_2	10	50.1
mux2i_1	10	100
nand4_1	10	62.6
[where the power goes]
part	internal (mW)	switching, mW	total, mW
registers	0.00705	0.000686	0.00774
logic	0.0963	0.123	0.219
clock network	0	0	0
total	0.103	0.123	0.227
[per-layer routing]
| layer | track usage | wire (um) |
|---|---|---|
| met5 | 0 | 0 |
| met4 | 0.0500 | 176 |
| met3 | 0.0119 | 616 |
| met2 | 0.489 | 3970 |
| met1 | 0.527 | 4530 |
[final cells by class]
cell class,count,area [um^2],area share
multi-input combinational,362,2510,0.760
timing repair buffer,49,470,0.142
sequential,8,120,0.0363
inverter,30,113,0.0341
tap,72,90.1,0.0273
[stage by stage]
stage / cells / cell area [um^2] / worst slack [ps]
floorplan: 428 / 2890 / 2360
global placement: 521 / 3300 / 818
detailed placement: 521 / 3300 / 709
CTS: 521 / 3300 / 697
global route: 521 / 3300 / 451
finish: 521 / 3300 / 672
[kinds of logic after synthesis]
kind of cell | share of synthesized area
buf+inv | 0.0888
compound gates | 0.282
simple gates | 0.290
fa+ha+maj | 0.153
xor+xnor | 0.106
latches | 0.0416
mux | 0.0386
Power and IR drop assume default switching activity.
