===== ./design.v =====
module register_file (
    input clk,rst,write_en,
    input [1:0] read_addr_a, read_addr_b, write_addr,
    input [7:0] write_data,
    input stack_pop , stack_push ,  
    output reg [7:0]  read_data_a, read_data_b, 
    output [7:0] sp_value
);
reg [7:0] R[0:3];
always @(posedge clk or posedge rst) begin
    if(rst) begin
        R[0] <= 0;
        R[1] <= 0;
        R[2] <= 0;
        R[3] <= 8'hFF;
    end
    else if (write_en) begin
        R[write_addr] <= write_data;
    end
end
always @ (posedge clk ) begin   
    if (stack_pop)
        R3 <= (R3 + 1) ; 
    if (stack_push)
        R3 <= (R3 - 1) ; 
end
always @(*) begin
    read_data_a = R[read_addr_a];
    read_data_b = R[read_addr_b];
end
assign sp_value = R[3];
endmodule

===== ./config.mk =====
export PLATFORM = sky130hd
export DESIGN_NAME = register_file
export DESIGN_NICKNAME = register_file
export VERILOG_FILES = /design/flow/design.v
export SDC_FILE = /design/flow/constraint.sdc
export NUM_CORES = 4
export LEC_CHECK = 1
export CORE_AREA = 10 10 111 111
export DIE_AREA = 0 0 121 121

===== ./run.sh =====
#!/bin/bash
# OpenROAD 26Q1-2900-gdf79404cd8, Yosys 0.63+post, stock flow scripts
make -C /OpenROAD-flow-scripts/flow DESIGN_CONFIG=/design/flow/config.mk WORK_HOME=/design/flow/orfs finish

===== ./constraint.sdc =====
current_design register_file

set clk_period 1.5
set clk_io_pct 0.2

create_clock -name clk0 -period $clk_period [get_ports {clk}]

set non_clock_inputs [all_inputs -no_clocks]
set_input_delay [expr $clk_period * $clk_io_pct] -clock clk0 $non_clock_inputs
set_output_delay [expr $clk_period * $clk_io_pct] -clock clk0 [all_outputs]

==> flow_metrics.env <==
# yosys + openroad results
export IMPL_layout_min_cycle_time_ns=1.66
export IMPL_cts_tree="built"
export IMPL_syn_area_um2=1600
export IMPL_htree_levels=2
export IMPL_power_total_w=0.00285
export IMPL_top_cells_by_area="dfrtp_1, mux2_2, mux4_2, dfstp_2, nand3b_2"
export IMPL_drive_gt1_frac=0.715
export IMPL_track_usage=0.0626
export IMPL_synth_stat_cells=89
export IMPL_crit_arrival_ns=1.36
export IMPL_clock_skew_ns=0
export IMPL_reg2reg_depth=2
export IMPL_setup_ws_ns=-0.158
export IMPL_synthCells=89
export IMPL_top_area_frac=0.374
export IMPL_area_delta_synth_final_pct=57.6
export IMPL_lay_top_count="mux2_2"
export IMPL_fp_utilization=0.163
export IMPL_layout_top_cells="mux2_2, dfrtp_1, buf_4, buf_2, mux4_2"
export IMPL_dr_pass1_iters=4
export IMPL_worstSetupPathType="flip-flop to primary output"
export IMPL_cp_startpoint="R[2][6]$_DFFE_PP0P_"
export IMPL_p_per_area_nw_per_um2=1130
export IMPL_die_w_um=121
export IMPL_yosysWarnings=5
export IMPL_largest_reg_flops=32
export IMPL_top_area_cell="dfrtp_1"
export IMPL_core_um2=9860
export IMPL_die_y_um=121
export IMPL_finalCritPeriodShare=1.11
export IMPL_synth_flop_count=32
export IMPL_log_warning_count=29
export IMPL_hold_viol=0
export IMPL_cts_made_buffers=5
export IMPL_hp_class="primary input to asynchronous set/reset pin"
export IMPL_n_fill_cell=997
export IMPL_antenna_found_initial=0
export IMPL_ys_seq_frac=0.505
export IMPL_rsz0062_at_grt="yes"
export IMPL_dp_hpwl_mm=3.28
export IMPL_synth_cell_types=10
export IMPL_p_leak_nw=1.06
export IMPL_wire_per_inst_um=15.1
export IMPL_clk_insertion_delay_late_ns=0.28
export IMPL_grt_max_degree=33
export IMPL_root_buffer="clkbuf_8"
export IMPL_cts_buffer_depth=2
export IMPL_top_regs="R (32)"
export IMPL_violations="setup timing"
export IMPL_hold_slack_ns=0.370
export IMPL_drt_iter0_drc=22
export IMPL_max_stage_delay_ns=0.44
export IMPL_irDropWorstVdd_uv=477
export IMPL_vias=1119
export IMPL_crit_chain="buf_6 -> mux4_2 -> buf_2"
export IMPL_grt_pass1_wl_mm=7.15
export IMPL_cts_sinks=32
export IMPL_syn_area_per_cell_um2=18.0
export IMPL_postRouteAntennaNets=0
export IMPL_route_detailed_drc=0
export IMPL_hold_buffers=0
export IMPL_vias_per_cell=3.76
export IMPL_worst_pin_slew_ns=0.253
export IMPL_fmaxAchievable_ghz=0.603
export IMPL_path_max_fanout=2
export IMPL_cts_clk_slew_worst_paths_ns=0.07
export IMPL_finalSetupViolations=16
export IMPL_routed_wl_mm=4.50
export IMPL_grt_pass1_vias=1219
export IMPL_startpoint_type="flip-flop"
export IMPL_final_max_slew_violation_count=0
export IMPL_crit_path_top_delay_cell="mux4_2"
export IMPL_regToRegEndpoint="R[2][6]$_DFFE_PP0P_"
export IMPL_dieArea_um2=14600
export IMPL_gp_congestion=0.778
export IMPL_cp_end_kind="primary output"
export IMPL_relSlewSlack=0.831
export IMPL_outcome="complete, but fails checks"
export IMPL_rr_startpoint="R[2][6]$_DFFE_PP0P_"
export IMPL_ys_area_um2=1600
export IMPL_drv_cap=0
export IMPL_grt_overflow=0
export IMPL_crit_required_ns=1.20
export IMPL_max_flop_register="R"
export IMPL_n_antenna_cell=0
export IMPL_rows=36
export IMPL_io_buffers=40
export IMPL_r2r_slack_ns=0.64
export IMPL_ios=43
cell usage after synthesis:
master     n
inv_1      1
dfstp_2    8
nand3b_2   2
mux4_2    16
mux2_2    32
nor3b_4    1
nand3_2    1
buf_2      2
buf_1      2
dfrtp_1   24
power breakdown:
group	internal (W)	switching, W	total, W
registers	0.00106	0.000115	0.00117
clock network	0.000586	0.000318	0.000903
logic	0.000546	0.000225	0.000772
worst max-delay path by stage:
stage | endpoint | slack (ns)
after CTS | read_data_a[6] | -0.18
final | read_data_a[6] | -0.16
after global routing | read_data_a[6] | -0.21
what timing repair did:
action,CTS,global route
setup endpoints to repair,24,16
gates resized,74,0
buffers inserted,11,0
kinds of logic (layout without fill, tap and decap cells):
group / after synthesis / after routing / synth area share
muxes: 48 / 48 / 0.449
buffers and inverters: 5 / 81 / 0.0133
DFF: 32 / 32 / 0.505
and+or+nand+nor: 4 / 4 / 0.0320
routing by layer:
| layer | wire length (um) | GRT usage |
|---|---|---|
| met5 | 0 | 0 |
| met4 | 48 | 0.00603 |
| met3 | 516 | 0.0312 |
| met2 | 1850 | 0.0881 |
| met1 | 2080 | 0.0883 |
final cells by class:
cell class | instances | area (um2) | share of cell area
Sequential cell | 32 | 811 | 0.321
Multi-Input combinational cell | 52 | 772 | 0.305
Timing Repair Buffer | 72 | 648 | 0.256
Inverter | 1 | 3.75 | 0.00149
Tap cell | 133 | 166 | 0.0658
Clock buffer | 7 | 96.3 | 0.0381
Clock inverter | 1 | 30.0 | 0.0119
critical path, delay by kind of cell (launching register included):
kind / cells / cell delay, ns
DFF: 1 / 0.39
buffers and inverters: 2 / 0.25
muxes: 1 / 0.44
stage by stage:
stage,instances,setup TNS [ns],util,setup WS [ns],area (um2)
6_report,298,-1.24,0.256,-0.158,2530
5_1_grt,298,-2.00,0.256,-0.210,2530
4_1_cts,298,-1.42,0.256,-0.175,2530
3_5_place_dp,279,-16.97,0.242,-0.740,2390
3_3_place_gp,279,-16.77,0.242,-0.738,2390
2_1_floorplan,89,0,-,0.183,1600
No activity file was given, so power comes from the tool's default toggle rates.
