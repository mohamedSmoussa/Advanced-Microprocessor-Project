==> design/flow/run.sh <==
#!/bin/bash
# OpenROAD 26Q1-2900-gdf79404cd8, Yosys 0.63+post, stock flow scripts
make -C /OpenROAD-flow-scripts/flow DESIGN_CONFIG=/design/flow/config.mk WORK_HOME=/design/flow/orfs finish
==> design/flow/config.mk <==
export PLATFORM = sky130hd
export DESIGN_NAME = memory_stack
export DESIGN_NICKNAME = memory_stack
export VERILOG_FILES = /design/flow/design.v
export SDC_FILE = /design/flow/constraint.sdc
export NUM_CORES = 4
export LEC_CHECK = 1
export CORE_UTILIZATION = 40
==> design/flow/constraint.sdc <==
current_design memory_stack

set clk_period 3.0
set clk_io_pct 0.2

create_clock -name clk0 -period $clk_period [get_ports {clk}]

set non_clock_inputs [all_inputs -no_clocks]
set_input_delay [expr $clk_period * $clk_io_pct] -clock clk0 $non_clock_inputs
set_output_delay [expr $clk_period * $clk_io_pct] -clock clk0 [all_outputs]
==> design/flow/design.v <==
module memory_stack (
    input wire clk,                           
    input wire rst,                           
    input wire mem_en,                        
    input wire mem_read,                      
    input wire mem_write,                     
    input wire [7:0] mem_addr,                
    input wire [7:0] mem_data_in,             
    input wire [3:0] ccr_in,                  
    input wire save_flags,
    input wire restore_flags,
    output reg [7:0] sp_out,
    output reg [7:0] mem_data_out,            
    output reg [3:0] ccr_out ,                 
    output reg  [7:0]  imm_ea
);
parameter MEM_WIDTH = 8 ;
parameter MEM_DEPTH = 256;
integer i;
reg [MEM_WIDTH-1:0] mem [0:MEM_DEPTH-1];
always @(posedge clk) begin
if(mem_addr >= 0 && mem_addr <= 155 )begin
    if(mem_read)begin 
    mem_data_out <= mem[mem_addr];
    imm_ea <= mem[mem_addr + 8'd1];  
end 
end
end
always @(posedge clk or posedge rst) begin
if (rst) begin  
ccr_out <= 4'b0000;  
mem_data_out <= 8'h00;
for (i=156;i<256;i=i+1) begin
        mem[i]=8'h00;
end
end 
else if (mem_en) begin
if (mem_write) begin
if(mem_addr >= 200 && mem_addr <= 255)begin
mem[mem_addr] <= mem_data_in;
    if(mem_addr > 200 && mem_addr <= 255) begin
        sp_out <= mem_addr-1;
    end
    else if (mem_addr == 200 )begin 
        sp_out<=mem_addr;
    end
    if(save_flags)begin
    mem[mem_addr-1] <= {4'h0, ccr_in};   
    end
end
if(mem_addr >= 156 && mem_addr <= 199)  begin
        mem[mem_addr] <= mem_data_in;
        end       
end
end
end
always @(*) begin
if(mem_en)begin
if(mem_read) begin
    if(mem_addr >= 200 && mem_addr <= 255) begin
    mem_data_out = mem[mem_addr+1];
    if(mem_addr >= 200 && mem_addr < 255) begin
    sp_out=mem_addr+1;
    end
    else if (mem_addr==255)begin 
    sp_out=mem_addr;
    end
    if(restore_flags)begin
    ccr_out = mem[mem_addr][3:0]; 
    end
    end
    if(mem_addr >= 156 && mem_addr <= 199) begin 
    mem_data_out = mem[mem_addr];
    end
end
end
end
endmodule
==> run summary <==
Synth flops = 2072
status = did not finish
Synth Flop Type = edfxtp_1
Ys Warns = 2
yosys cell count = 8349
leading area contributor after synthesis = edfxtp_1
Err = ERROR: Found 8 problems in 'check -assert'.
count of library flops with an enable pin = 1264
fraction of registers with async set/reset = 38.6%
Netlist cell types = 95
top cells by area = edfxtp_1 41%, dfrtp_1 21%, clkbuf_1 6.5%
stopping stage = synthesis
YS chip area = 93100 µm²
Max-area cell share = 40.8%
-- cells by family after synthesis --
logic type      share of synthesized area (%)
compound gates                           17.4
xor+xnor                                0.160
fa+ha+maj                              0.0941
buf+inv                                  7.50
flops                                    62.3
latches                                 0.129
mux                                      3.59
other cells                           0.00403
simple gates                             8.88
-- Yosys cell counts, drive strengths merged (24+ instances only) --
cell / instances
clkbuf: 1603
edfxtp: 1264
dfrtp: 800
nand2: 613
nor2: 546
a22oi: 466
o21ai: 455
a21oi: 394
mux2: 289
o22ai: 261
a32oi: 180
buf: 178
nand3: 166
a22o: 147
nor3: 100
nand4: 93
a221oi: 73
and3: 54
and2: 53
a31oi: 52
a32o: 46
nor4: 46
a222oi: 39
or3: 33
o211ai: 27
o31ai: 27
a2111oi: 24
a221o: 24
